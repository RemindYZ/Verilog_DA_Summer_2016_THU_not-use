## design/flow/run.sh

```bash
#!/bin/bash
# OpenROAD 26Q1-2900-gdf79404cd8, Yosys 0.63+post, stock flow scripts
make -C /OpenROAD-flow-scripts/flow DESIGN_CONFIG=/design/flow/config.mk WORK_HOME=/design/flow/orfs finish
```

## design/flow/config.mk

```make
export PLATFORM = sky130hd
export DESIGN_NAME = AD
export DESIGN_NICKNAME = AD
export VERILOG_FILES = /design/flow/design.v
export SDC_FILE = /design/flow/constraint.sdc
export NUM_CORES = 4
export LEC_CHECK = 1
export CORE_UTILIZATION = 30
```

## design/flow/constraint.sdc

```tcl
current_design AD

set clk_period 3.0
set clk_io_pct 0.2

create_clock -name clk0 -period $clk_period [get_ports {clk}]

set non_clock_inputs [all_inputs -no_clocks]
set_input_delay [expr $clk_period * $clk_io_pct] -clock clk0 $non_clock_inputs
set_output_delay [expr $clk_period * $clk_io_pct] -clock clk0 [all_outputs]
```

## design/flow/design.v

```verilog
module AD
(
				input clk,	 
				input rst_n, 
				inout sda,	 
				output scl,	 
				output reg [7:0] final_data
);
	reg[2:0] cnt_state;	 
	reg [11:0] cnt_delay;  
	reg scl_r;		 
	always@(posedge clk or negedge rst_n)
		if(!rst_n) 
			cnt_delay <= 12'd0;
		else if(cnt_delay == 12'd2499) 
			cnt_delay <= 12'd0;	 
		else 
			cnt_delay <= cnt_delay+1'b1;	 
	always@(posedge clk or negedge rst_n) begin
		if(!rst_n) 
			cnt_state <= 3'd5;
		else begin
			case(cnt_delay)
				12'd624:	cnt_state <= 3'd1;	 
				12'd1249:	cnt_state <= 3'd2;	 
				12'd1874:	cnt_state <= 3'd3;	 
				12'd2499:	cnt_state <= 3'd0;	 
				default: cnt_state <= 3'd5;
			endcase
		end
	end
	always@(posedge clk or negedge rst_n)
		if(!rst_n) 
			scl_r <= 1'b0;
		else if(cnt_state==3'd0) 
			scl_r <= 1'b1;	 
		else if(cnt_state==3'd2) 
			scl_r <= 1'b0;	 
	assign scl = scl_r;	 
	reg[7:0] db_r;		
	reg[7:0] read_data;	
	parameter 	IDLE 	= 4'd0;
	parameter 	START1 = 4'd1;
	parameter 	ADD1 	= 4'd2;
	parameter 	ACK1 	= 4'd3;
	parameter 	ADD2 	= 4'd4;
	parameter 	ACK2 	= 4'd5;
	parameter 	START2 = 4'd6;
	parameter 	ADD3 	= 4'd7;
	parameter 	ACK3	= 4'd8;
	parameter 	DATA 	= 4'd9;
	parameter 	ACK4	= 4'd10;
	parameter 	STOP 	= 4'd11;
	reg[3:0] cstate;	 
	reg sda_r;	
	reg sda_link;	
	reg[3:0] num;	
	reg ack_flag;	
	reg ack_hold;	
	always@(posedge clk or negedge rst_n) begin
		if(!rst_n) begin
			cstate <= IDLE;
			sda_r <= 1'b1;
			sda_link <= 1'b0;
			num <= 4'd0;
			read_data <= 8'b0000_0000;
			ack_flag <= 1'b0;
			ack_hold <= 1'b0;
		end
		else 	  
			case (cstate)
				IDLE:begin
						sda_link <= 1'b1;			 
						sda_r <= 1'b1;
						if((cnt_state==3'd3)) begin	
							db_r <= 8'b1001_0000;	
							cstate <= START1;	
						end	
						else cstate <= IDLE;
					end
				START1:	begin
						if((cnt_state==3'd1)) begin		
							sda_link <= 1'b1;	 
							sda_r <= 1'b0;		
							cstate <= ADD1;
							num <= 4'd0;		
						end
						else cstate <= START1; 
					end
				ADD1:	begin
						if((cnt_state==3'd3)) begin
							if(num == 4'd8) begin	
								num <= 4'd0;			
								sda_r <= 1'b1;
								sda_link <= 1'b0;		 
								cstate <= ACK1;
							end
							else begin
								cstate <= ADD1;
								num <= num+1'b1;
								case (num)
									4'd0: sda_r <= db_r[7];
									4'd1: sda_r <= db_r[6];
									4'd2: sda_r <= db_r[5];
									4'd3: sda_r <= db_r[4];
									4'd4: sda_r <= db_r[3];
									4'd5: sda_r <= db_r[2];
									4'd6: sda_r <= db_r[1];
									4'd7: sda_r <= db_r[0];
									default: ;
								endcase
							end
						end
						else cstate <= ADD1;
					end
				ACK1:	begin
						if((cnt_state==3'd1)) begin
							ack_flag<=!sda; 
							cstate<=ACK1; 
						end
						else if( (ack_flag==1) && (cnt_state==3'd2) ) begin	
							cstate <= ADD2;	
							db_r <= 8'b0000_0000;		
							sda_link <= 1'b1;			
							ack_flag <= 0;
							end
						else cstate <= ACK1;		
					end
				ADD2:	begin
						if((cnt_state==3'd3)) begin
							if(num==4'd8) begin	
								num <= 4'd0;			
								sda_r <= 1'b1;
								sda_link <= 1'b0;		
								cstate <= ACK2;
							end
							else begin
								cstate <= ADD2;	
								num <= num+1'b1;
								case (num)
									4'd0: sda_r <= db_r[7];
									4'd1: sda_r <= db_r[6];
									4'd2: sda_r <= db_r[5];
									4'd3: sda_r <= db_r[4];
									4'd4: sda_r <= db_r[3];
									4'd5: sda_r <= db_r[2];
									4'd6: sda_r <= db_r[1];
									4'd7: sda_r <= db_r[0];
									default: ;
								endcase						
							end
						end
						else cstate <= ADD2;				
						end
				ACK2:	begin
						if((cnt_state==3'd1)) begin
							ack_flag<=!sda;
							cstate<=ACK2; 
						end
						else if( (ack_flag==1) && (cnt_state==3'd2) ) begin		 
							db_r <= 8'b1001_0001;	
							cstate <= START2;		
							ack_flag <= 0;	
						end
						else cstate <= ACK2;	
						end
				START2: begin	
						if((cnt_state==3'd3)) begin
							sda_link <= 1'b1;	 
							sda_r <= 1'b1;		 
							cstate <= START2;
						end
						else if((cnt_state==3'd1)) begin	 
							sda_r <= 1'b0;		 
							cstate <= ADD3;
						end	 
						else cstate <= START2;
						end
				ADD3:	begin	
						if((cnt_state==3'd3)) begin
							if(num==4'd8) begin	
								num <= 4'd0;			
								sda_r <= 1'b1;
								sda_link <= 1'b0;		
								cstate <= ACK3;
							end
							else begin
								cstate <= ADD3;	
								num <= num+1'b1;
								case (num)
									4'd0: sda_r <= db_r[7];
									4'd1: sda_r <= db_r[6];
									4'd2: sda_r <= db_r[5];
									4'd3: sda_r <= db_r[4];
									4'd4: sda_r <= db_r[3];
									4'd5: sda_r <= db_r[2];
									4'd6: sda_r <= db_r[1];
									4'd7: sda_r <= db_r[0];
									default: ;
								endcase											
							end
						end
						else cstate <= ADD3;				
						end
				ACK3:	begin
						if((cnt_state==3'd1)) begin
							ack_flag<=!sda;  
							cstate<=ACK3; 
						end
						else if( (ack_flag==1) && (cnt_state==3'd2) ) begin
							cstate <= DATA;	        
							sda_link <= 1'b0;
							ack_flag <= 0;	
						end
						else cstate <= ACK3; 		
					end
				DATA:	begin
						if(num<=4'd7) begin
							cstate <= DATA;
							if((cnt_state==3'd1)) begin	
								num <= num+1'b1;	
								case (num)
									4'd0: read_data[7] <= sda;
									4'd1: read_data[6] <= sda;  
									4'd2: read_data[5] <= sda; 
									4'd3: read_data[4] <= sda; 
									4'd4: read_data[3] <= sda; 
									4'd5: read_data[2] <= sda; 
									4'd6: read_data[1] <= sda; 
									4'd7: read_data[0] <= sda; 
									default: ;
								endcase																		
							end
						end
						else if((cnt_state==3'd3) && (num==4'd8)) begin
							num <= 4'd0;			
							cstate <= ACK4;
						end
						else cstate <= DATA;
						end
				ACK4: begin	
						if((cnt_state==3'd2)) begin
							cstate <= ACK4;
							ack_hold <= 1'b1;					
						end
						else if( (cnt_state==3'd3) && (ack_hold==1'b1)) begin
							cstate <= STOP;	
							final_data <= read_data;	
							ack_hold <= 1'b0;				
						end
						else cstate <= ACK4;
						end
				STOP:	begin
						if((cnt_state==3'd3)) begin
							sda_link <= 1'b1;
							sda_r <= 1'b0;
							cstate <= STOP;
						end
						else if((cnt_state==3'd1)) begin
							sda_r <= 1'b1; 
							cstate <= IDLE;
						end
						else cstate <= STOP;
						end
				default: cstate <= IDLE;
			endcase
	end
	assign sda = sda_link ? sda_r:1'bz;
endmodule
```

==> run_results.csv <==
group,metric,value,unit
synthesis,post_synth_instance_area,2490,um^2
synthesis,synthFlopType,"sky130_fd_sc_hd__dfrtp_1",
synthesis,synthCells,221,
place,numPlacedInstances,327,
place,area_after_detailed_placement,2690,um^2
clock_network,postCtsHoldBufs,0,
status,failing_step,"clock tree synthesis",
clock_network,htree_num_levels,2,
synthesis,netlist-cell-type-count,41,
die,die_w,93.1,um
synthesis,synth.ff_latch_count,54,
synthesis,ys_top_logic_family,"simple AND/OR/NAND/NOR gates",
synthesis,asyncSetResetFlopFracSynth,0.815,
die,core.rowCount,32,
synthesis,synth.cellmix.simpleShare,0.176,
synthesis,yosys-top-cells-area,"sky130_fd_sc_hd__dfrtp_1, sky130_fd_sc_hd__edfxtp_1, sky130_fd_sc_hd__ha_1",
synthesis,post-synth-top-area-fraction,0.422,
synthesis,adder_share,0.0402,
clock_network,cts_num_sinks,54,
synthesis,post_synth_mux_area_share,0.0482,
clock_network,root_buffer,"sky130_fd_sc_hd__clkbuf_8",
synthesis,top_area_cell,"sky130_fd_sc_hd__dfrtp_1",
synthesis,post_synth_edffs,10,
synthesis,yosys-stat-area,2490,um^2
place,io_buffers,10,
synthesis,ao_oa_area_share,0.107,
die,initial_utilization,0.316,
synthesis,synth-seq-area-share,0.564,
status,run_status,"aborted with a tool error",
die,die_h,93.1,um
status,toolErrorMsg,"[error] [KeplerFormal.cpp:679] Workflow failed: Iso has multiple drivers: .sda0, sda$_DFFE_PN1P_.Q0",
place,place.gp.congestion,0.836,
clock_network,cts_buffers,5,
clock_network,cts_repair_resize_count,0,
synthesis,post_synth.cell_area_avg,11.3,um^2
synthesis,yosysWarnings,2,
place,hpwl,3190,um
clock_network,post-cts-setup-buffer-count,0,
synthesis,synth_xor_xnor_area_share,0.0316,
die,top_level_pins,12,
clock_network,cts_max_path_buffers,2,
synthesis,synth.yosys.num_cells,221,
==> synth_stat cells, drive strengths merged, types with 3 or more instances <==
| master | instances |
|---|---|
| mux2 | 8 |
| ha | 8 |
| xor2 | 4 |
| nor2 | 13 |
| o22ai | 3 |
| a22o | 8 |
| nand3 | 10 |
| mux2i | 3 |
| o21ai | 8 |
| or3 | 3 |
| and3 | 3 |
| nor3 | 6 |
| a32o | 4 |
| edfxtp | 10 |
| a21oi | 5 |
| nand4 | 5 |
| dfrtp | 42 |
| nand2b | 4 |
| xnor2 | 5 |
| and4 | 3 |
| nand2 | 20 |
| inv | 14 |
| clkbuf | 5 |
| nor4 | 3 |
| nor2b | 4 |
==> logic make-up after synthesis <==
group,Yosys count
DFF,54
buffers and inverters,21
adders and majority gates,8
and+or+nand+nor,82
AOI/OAI and AO/OA,36
xor gates and xnor gates,9
muxes,11
==> stage by stage <==
step / power (uW) / setup WS (ps)
3_5_place_dp: 791 / 917
3_3_place_gp: 791 / 967
2_1_floorplan: 775 / 1120
No activity file was given, so power comes from the tool's default toggle rates.
