==> ./design.v <==
module cam_si(cam_clk, cam_si);
	output reg cam_si;
	input cam_clk;
   integer count;
	reg PWM;
	initial
  	begin
		count <= 0;
		cam_si <= 0;
		PWM<=0;
	end
	always @(posedge cam_clk) begin
		if (count >= 155) count <= 0;
		else begin 
			count <= count + 1;
			if (count == 2) 
			begin
			PWM <= 1;
			end
			else 
			begin
			PWM <= 0;
			end
		end
	end
	always @(cam_clk) begin
		cam_si=PWM;
	end
endmodule 
==> ./run.sh <==
#!/bin/bash
# OpenROAD 26Q1-2900-gdf79404cd8, Yosys 0.63+post, stock flow scripts
make -C /OpenROAD-flow-scripts/flow DESIGN_CONFIG=/design/flow/config.mk WORK_HOME=/design/flow/orfs finish
==> ./config.mk <==
export PLATFORM = sky130hd
export DESIGN_NAME = cam_si
export DESIGN_NICKNAME = cam_si
export VERILOG_FILES = /design/flow/design.v
export SDC_FILE = /design/flow/constraint.sdc
export NUM_CORES = 4
export LEC_CHECK = 1
export CORE_UTILIZATION = 30
==> ./constraint.sdc <==
current_design cam_si

set clk_period 3.8
set clk_io_pct 0.2

create_clock -name clk0 -period $clk_period [get_ports {cam_clk}]

set non_clock_inputs [all_inputs -no_clocks]
set_input_delay [expr $clk_period * $clk_io_pct] -clock clk0 $non_clock_inputs
set_output_delay [expr $clk_period * $clk_io_pct] -clock clk0 [all_outputs]
==> run_results.csv <==
group,metric,value,unit
outcome,status,"finished, final reports clean",
worst_setup_path,crit_path_end_kind,"flip-flop",
die,die_h,76.0,um
yosys,top_cell,"nor2_1",
worst_setup_path,r2r_slack,1600,ps
global_route,antenna_found_initial,0,
die,initial_core_util,31.6,%
global_route,grt_usage,11.3,%
pwr,intPower,495,uW
route,wl_met2,1260,um
route,antenna_cells,0,
pwr,power_frac_comb,0,%
route,wire_per_inst,11.6,um
worst_setup_path,r2r-end,"PWM$_DFFE_PN_",
worst_setup_path,cp-startpoint,"count[0]$_SDFF_PP0_",
worst_setup_path,reg2reg_from,"count[0]$_SDFF_PP0_",
placed_design,port_buffers,1,
placed_design,dp.cells,253,
layout,fin_cells,261,
worst_setup_path,cp_max_fo,18,
job,cap_violations,0,
route,first_iter_violations,57,
sta,slew_headroom,40.2,%
sta,worst_slack,1600,ps
yosys,avgSynthCellArea,8.79,um^2
route,dr_wl_met3,93,um
yosys,synth.cell_area,0.00164,mm^2
yosys,numSynthFlops,33,
global_route,grt_max_degree,19,
yosys,synth_cells,187,
worst_setup_path,crit_arrival,2250,ps
placed_design,dp_hpwl,2070,um
route,vias,1239,
yosys,ys_seq_share,40.8,%
global_route,overflow,0,
clock_network,cts.reportedPaths.clkPinSlew,60,ps
die,die_w,76.0,um
worst_setup_path,crit_end,"PWM$_DFFE_PN_",
sta,finalCriticalPeriod,2200,ps
clock_network,cts_sinks,33,
die,ios,2,
yosys,flop_cell,"dfxtp_1",
layout,syn_to_final_growth,9.97,%
clock_network,cts-root-buf,"clkbuf_8",
route,drt-vias-per-instance,4.75,
yosys,synth-edff-count,1,
placed_design,place_ws,1600,ps
sta,finalSetupTns,0,ps
pwr,power_density,339,mW/mm^2
sta,setup_viol,0,
clock_network,cts_buffers,5,
route,route.detailed.drc,0,
placed_design,place_congestion,0.806,
pwr,total_power,613,uW
worst_setup_path,critPathLaunchType,"flip-flop",
layout,drive_gt1_share,9.42,%
clock_network,cts_setup_buffers,0,
sta,fin_skew,4.78,ps
min_path,hold_class,"flip-flop to flip-flop",
layout,post-route-util,34.7,%
yosys,top_area_share,39.0,%
job,tool_warnings,26,
global_route,grt_pass1_vias,1136,
clock_network,cts_buffer_depth,2,
global_route,grt_pass1_wl,5330,um
clock_network,htree_levels,2,
clock_network,clock.latency.late_pin,280,ps
route,wl,3020,um
yosys,ys_chip_area,0.00164,mm^2
pwr,pwr-share-clk,43.3,%
route,met1Wirelength,1610,um
pwr,swShare,19.3,%
clock_network,hold_buffers,0,
yosys,synth_warnings,1,
sta,period_used_share,57.8,%
die,core,0.00520,mm^2
yosys,ys_types,32,
yosys,ys_cells,187,
clock_network,cts_resized,0,
sta,slew_violations,0,
worst_setup_path,worst-r2r-cell-count,7,
die,dieArea,0.00578,mm^2
pwr,p_leak,0.661,nW
clock_network,cts_tree,"yes",
sta,hold_viol,0,
yosys,synth.area.top_cells,"dfxtp_1 39%, nor2_1 8.2%, xor2_1 8.0%",
worst_setup_path,crit_required,3850,ps
sta,grt_setup_unrepaired,"no",
yosys,async_flop_share,0,%
yosys,common_cells,"36 x nor2_1, 32 x dfxtp_1, 15 x xor2_1, 13 x nand3_1",
route,drtPass1Iterations,4,
pwr,power_switching,118,uW
pwr,power_frac_seq,56.7,%
sta,max_freq,0.455,GHz
yosys,top_area_cell,"dfxtp_1",
sta,tightest_slew,894,ps
worst_setup_path,crit_type,"flip-flop to flip-flop",
pwr,worst_ir_drop_vdd,192,uV
route,top_layer_used,"met4",
die,num_rows,26,
route,postRouteAntennaNets,0,
[flip-flops by register name (all words and copies together), names as in the netlist]
signal,count
PWM,1
count,32
[power by group through the flow]
stage	combinational, mW	clock (mW)	sequential, mW
4_1_cts	0.000000346	0.276	0.347
5_1_grt	0.000000346	0.293	0.347
6_report	0.000000346	0.266	0.347
[worst min-delay path by stage]
stage | end | cells past startpoint | from
finish | count[31]$_SDFF_PP0_ | 2 | count[31]$_SDFF_PP0_
global route | count[31]$_SDFF_PP0_ | 2 | count[31]$_SDFF_PP0_
CTS | count[31]$_SDFF_PP0_ | 2 | count[31]$_SDFF_PP0_
[layout by cell type (no fill, tap or decap), types with 2 or more instances in the layout]
cell / netlist / layout
a21oi_1: 5 / 4
and3_1: 3 / 3
clkbuf_1: 1 / 2
clkbuf_8: 0 / 6
dfxtp_1: 32 / 32
ha_1: 2 / 2
inv_1: 6 / 6
nand2_1: 11 / 11
nand3_1: 13 / 13
nand4_1: 11 / 11
nand4_4: 3 / 3
nor2_1: 36 / 36
nor2_2: 2 / 2
nor3_1: 4 / 4
nor4_1: 9 / 9
o21ai_0: 4 / 4
or3_1: 3 / 3
xnor2_1: 10 / 10
xor2_1: 15 / 15
[critical path: stages (launching register included)]
cell,delay [ps]
dfxtp_1,450
ha_1,290
o211ai_1,100
nand2_1,80
nand2_1,80
a21oi_2,530
buf_4,350
inv_1,70
[final cells by class]
type,count,area [um^2]
clock buffers,8,90.1
fillers,553,3400
inverters,6,22.5
multi-input cells,142,920
flip-flops and latches,33,671
well taps,70,87.6
repair buffers,2,17.5
[layer usage]
layer,GRT usage [%],vias to the layer above
li1,-,658
met1,17.1,559
met2,17.0,17
met3,2.43,5
met4,2.31,0
met5,0,-
[cell families (layout without fill, tap and decap cells)]
group           Yosys count  in the layout  share of synthesized area, %
fa+ha+maj                 2              2                          1.52
simple gates            103            103                          36.9
buf+inv                  12             16                          3.50
flops                    33             33                          40.8
compound gates           12             12                          3.96
xor+xnor                 25             25                          13.3
[stage by stage]
stage	hold WS, ps	instance area [um^2]
2_1_floorplan	447	1640
3_3_place_gp	487	1720
3_5_place_dp	489	1720
4_1_cts	498	1810
5_1_grt	513	1810
6_report	501	1810
No activity file was given, so power comes from the tool's default toggle rates.
