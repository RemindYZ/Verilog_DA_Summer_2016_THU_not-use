==> flow/design.v <==
module cam_clk(clk, cam_clk);
	output reg cam_clk;
	input clk;
	parameter TIME = 50000;  
   integer count;
	initial
  	begin
		count <= 0;
		cam_clk <= 0;
	end
	always @(posedge clk) begin
		count <= count + 1;
		if (count == TIME) begin
			cam_clk <= ~cam_clk;
			count <= 0;
		end
	end
endmodule 
==> flow/run.sh <==
#!/bin/bash
# OpenROAD 26Q1-2900-gdf79404cd8, Yosys 0.63+post, stock flow scripts
make -C /OpenROAD-flow-scripts/flow DESIGN_CONFIG=/design/flow/config.mk WORK_HOME=/design/flow/orfs finish
==> flow/config.mk <==
export PLATFORM = sky130hd
export DESIGN_NAME = cam_clk
export DESIGN_NICKNAME = cam_clk
export VERILOG_FILES = /design/flow/design.v
export SDC_FILE = /design/flow/constraint.sdc
export NUM_CORES = 4
export LEC_CHECK = 1
export CORE_AREA = 10 10 96 96
export DIE_AREA = 0 0 106 106
==> flow/constraint.sdc <==
current_design cam_clk

set clk_period 5.6
set clk_io_pct 0.2

create_clock -name clk0 -period $clk_period [get_ports {clk}]

set non_clock_inputs [all_inputs -no_clocks]
set_input_delay [expr $clk_period * $clk_io_pct] -clock clk0 $non_clock_inputs
set_output_delay [expr $clk_period * $clk_io_pct] -clock clk0 [all_outputs]
==> results.toml <==
# generated from flow reports
[place]
pre_cts_slack_ns = 3.70
buffers_on_ports = 1
detailed_place.area_um2 = 1570
hpwl_mm = 1.71
placed_cells = 244
replace_congestion = 0.777

[setup_path]
reg2reg_depth = 4
cell_class_contributing_the_biggest_share_of_worst_path_delay = "buffers and inverters"
reg2reg_slack_ns = 3.72
r2r-start = "count[2]"
cells_along_the_critical_path = "clkdlybuf4s50_1"
master_of_the_slowest_instance_on_the_critical_path = "sky130_fd_sc_hd__clkdlybuf4s50_1"
critical_path_arrival_ns = 1.08
setup.worst_path.class = "register to output pin"
worstSetupStartpointType = "register"
worst_ep_required_time_ns = 4.48
critPathBufInv = 1
slowest_delay_ns = 0.46
worstReg2RegEnd = "count[29]"
critical_path_peak_fanout = 2
worst_setup_path_end_kind = "output pin"

[cells_and_area]
syn2layout_area_growth_pct = 14.8
number_of_standard_cells_in_the_final_layout_excluding_fillers = 252
final_design_area_no_fill_um2 = 1670
drive_gt1_share_pct = 7.84
finished_core_util_pct = 23.2

[die]
initCoreUtil_pct = 20.2
dieHeight_um = 106
die_width_um = 106
floorplan.core_area_um2 = 7210
placement_rows = 31
number_of_placed_i_o_pins = 2
dieArea_um2 = 11200

[logic_synthesis]
synth_unique_cells = 25
edf_count = 1
ff_type = "sky130_fd_sc_hd__dfxtp_1"
top_area_share_pct = 43.9
synth-cells-yosys = 149
post-synth-top-area-cell = "sky130_fd_sc_hd__dfxtp_1"
synthesis.area_per_instance_um2 = 9.79
synth_area_um2 = 1460
area_leaders = "sky130_fd_sc_hd__dfxtp_1, sky130_fd_sc_hd__xnor2_1, sky130_fd_sc_hd__nand4_1"
yosysWarnings = 1
postSynthRegisterBits = 33
syn-instance-count = 149
share_of_async_settable_or_async_resettable_flops_after_synthesis_pct = 0
postSynthSeqShare_pct = 46.0
ys_chip_area_um2 = 1460

[routing]
drt_pass1_iterations = 4
met3_wirelength_um = 130
remaining_drc_errors = 0
drt_wl_total_mm = 2.59
ant_nets = 0
top_signal_layer_used = "met4"
route.detailed.vias_per_inst = 4.13
wl_per_cell_um = 10.3
wl_met2_mm = 1.02
detail_route.wirelength.met1_mm = 1.40
detail_route.antenna_diodes = 0
route.vias.total = 1041
first_iter_violations = 34

[hold_path]
whs_endpoint = "count[31]"
min_path_type = "register to register"
hold_path_depth = 1
holdCritStartpoint = "count[31]"

[grt]
first_global_vias = 968
grt_first_pass_wirelength_mm = 4.60
grt_use_total_pct = 4.76
grt_start_max_net_pins = 11
antenna_found_initial = 0
grt.overflow.total = 0

[clock_tree]
postCtsSetupBuffers = 0
clkSlewWorstSetupHoldPaths_ns = 0.07
cts_tree = "done"
cts_hold_buffers = 0
clk-insertion-delay-late_ns = 0.28
cts_repair_resize_count = 0
root_buffer = "sky130_fd_sc_hd__clkbuf_8"
clock_buffers_created_by_tritoncts = 5
cts_buffer_depth = 2
sink_count_of_the_clock_tree = 33
htree_num_levels = 2

[timing]
timing.final.hold_violations = 0
setup_viol = 0
fmax_mhz = 455
timing_worst_slew_pin_value_ns = 0.706
fin_crit_sh_pct = 39.2
grt_setup_unrepaired = "no"
skew_ns = 0.00233
post_layout_min_period_ns = 2.20
hold_worst_slack_ns = 0.465
finalMaxSlewViolations = 0
totalNegativeSetupSlack_ns = 0
max-slew-margin-rel_pct = 52.7
setup_slack_ns = 3.40

[status]
outcome = "finished clean"

[pwr]
areal_power_density_over_the_cells_nw_per_um2 = 259
ir_drop_uv = 76.0
power_leakage_nw = 0.551
power_mw = 0.433

[flow_run]
drv_cap = 0
stage_log_warnings = 26
==> placed cells by master (no fill, tap or decap) <==
cell | netlist | final
sky130_fd_sc_hd__nand3_1 | 11 | 11
sky130_fd_sc_hd__nor3_2 | 1 | 1
sky130_fd_sc_hd__nor4b_1 | 2 | 2
sky130_fd_sc_hd__nor2_1 | 13 | 13
sky130_fd_sc_hd__xor2_1 | 6 | 6
sky130_fd_sc_hd__clkdlybuf4s50_1 | 0 | 1
sky130_fd_sc_hd__clkbuf_8 | 0 | 7
sky130_fd_sc_hd__or4_1 | 1 | 1
sky130_fd_sc_hd__and3_2 | 1 | 1
sky130_fd_sc_hd__inv_1 | 3 | 3
sky130_fd_sc_hd__nor4_1 | 5 | 5
sky130_fd_sc_hd__nor3b_1 | 1 | 1
sky130_fd_sc_hd__nor3_1 | 2 | 2
sky130_fd_sc_hd__nand2_1 | 6 | 6
sky130_fd_sc_hd__nand4_1 | 15 | 15
sky130_fd_sc_hd__ha_1 | 2 | 2
sky130_fd_sc_hd__nor4_4 | 1 | 1
sky130_fd_sc_hd__dfxtp_1 | 32 | 32
sky130_fd_sc_hd__clkinv_2 | 0 | 1
sky130_fd_sc_hd__nor2b_1 | 1 | 1
sky130_fd_sc_hd__and3_1 | 6 | 6
sky130_fd_sc_hd__and4_1 | 6 | 6
sky130_fd_sc_hd__edfxtp_1 | 1 | 1
sky130_fd_sc_hd__xnor2_1 | 24 | 24
sky130_fd_sc_hd__and2_1 | 3 | 3
sky130_fd_sc_hd__nand4_4 | 1 | 1
==> per-layer routing <==
layer	global-route usage [%]	up-vias
li1	-	535
met1	6.97	484
met2	6.54	17
met3	1.90	5
met4	0.774	0
met5	0	-
==> worst max-delay path by stage <==
stage	from	to	slack [ns]	cells after the start
4_1_cts	cam_clk	cam_clk	3.38	1
5_1_grt	cam_clk	cam_clk	3.33	1
6_report	cam_clk	cam_clk	3.40	1
==> registers in the layout, indices dropped and copies added (netlist names) <==
name     cells
count       32
cam_clk      1
==> cells by family (layout without fill, tap and decap cells) <==
logic type / count (synthesis) / after routing / synth area share [%]
flops: 33 / 33 / 46.0
buf+inv: 8 / 12 / 2.14
xor+xnor: 30 / 30 / 18.0
fa+ha+maj: 2 / 2 / 1.71
simple gates: 76 / 76 / 32.2
==> area by class of cell <==
class / count / area (um2)
well taps: 99 / 124
repair buffers: 1 / 10.0
clock inverters: 1 / 5.00
clock buffers: 7 / 96.3
fillers: 796 / 5540
flip-flops and latches: 33 / 671
multi-input cells: 108 / 757
inverters: 3 / 11.3
==> cell usage after synthesis, types with 2 or more instances <==
master and n:
sky130_fd_sc_hd__and2_1 3, sky130_fd_sc_hd__and3_1 6, sky130_fd_sc_hd__and4_1 6, sky130_fd_sc_hd__clkbuf_1 4
sky130_fd_sc_hd__dfxtp_1 32, sky130_fd_sc_hd__ha_1 2, sky130_fd_sc_hd__inv_1 3, sky130_fd_sc_hd__nand2_1 6
sky130_fd_sc_hd__nand3_1 11, sky130_fd_sc_hd__nand4_1 15, sky130_fd_sc_hd__nor2_1 13, sky130_fd_sc_hd__nor3_1 2
sky130_fd_sc_hd__nor4_1 5, sky130_fd_sc_hd__nor4b_1 2, sky130_fd_sc_hd__xnor2_1 24, sky130_fd_sc_hd__xor2_1 6
==> power breakdown <==
group	leakage [nW]	total, mW	switching (mW)	internal, mW
clock	0.0542	0.198	0.0866	0.111
sequential	0.269	0.236	0	0.236
combinational	0.228	0.000000228	0	0
Power and IR drop assume default switching activity.
